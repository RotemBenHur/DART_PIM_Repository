**config.mk**
```make
export PLATFORM = sky130hd
export DESIGN_NAME = Bank_Controller
export DESIGN_NICKNAME = Bank_Controller
export VERILOG_FILES = /design/flow/design.v
export SDC_FILE = /design/flow/constraint.sdc
export NUM_CORES = 4
export LEC_CHECK = 1
export CORE_AREA = 10 10 346 346
export DIE_AREA = 0 0 356 356
```
**constraint.sdc**
```tcl
current_design Bank_Controller

set clk_period 20.2
set clk_io_pct 0.2

create_clock -name clk0 -period $clk_period [get_ports {clk}]

set non_clock_inputs [all_inputs -no_clocks]
set_input_delay [expr $clk_period * $clk_io_pct] -clock clk0 $non_clock_inputs
set_output_delay [expr $clk_period * $clk_io_pct] -clock clk0 [all_outputs]
```
**design.v**
```verilog
module Bank_Controller #(parameter WIDTH_LSB = 10, parameter WIDTH_MSB = 12, parameter WIDTH_LSB_1 = 11) (
input logic clk,
input logic rst,
input logic [511:0] inst,
output logic [WIDTH_LSB:0] minimizer_out,
output logic [311:0] relevent_read
);
localparam [WIDTH_MSB:0] minimizer_of_bank = {{1'b1}, 6'b000000, 6'b111111} ; 
logic flag_relevent_read;
logic counter;
always_ff @(posedge clk or posedge rst) begin
if (rst == 1'b1) begin
	relevent_read <= 312'b0;
	counter <= 1'b0;
end
else begin
	counter <= 1'b1;
	if ((flag_relevent_read == 1'b1) && (counter == 1'b1)) begin
		relevent_read <= inst[511:200];
		counter <= 1'b0;
	end
end
end
always_comb begin
flag_relevent_read = 1'b0;
	if (inst[509 : 497] == minimizer_of_bank) begin
		minimizer_out = inst[496:486];
		flag_relevent_read = 1'b1;
	end
	else if (inst[485 : 473] == minimizer_of_bank) begin
		minimizer_out = inst[472:462];
		flag_relevent_read = 1'b1;
	end
	else if (inst[461 : 449] == minimizer_of_bank) begin
		minimizer_out = inst[448:438];
		flag_relevent_read = 1'b1;
	end
	else if (inst[437 : 425] == minimizer_of_bank) begin
		minimizer_out = inst[424:414];
		flag_relevent_read = 1'b1;
	end
	else if (inst[413 : 401] == minimizer_of_bank) begin
		minimizer_out = inst[400:390];
		flag_relevent_read = 1'b1;
	end
	else if (inst[389 : 377] == minimizer_of_bank) begin
		minimizer_out = inst[376:366];
		flag_relevent_read = 1'b1;
	end
	else if (inst[365 : 353] == minimizer_of_bank) begin
		minimizer_out = inst[352:342];
		flag_relevent_read = 1'b1;
	end
	else if (inst[341 : 329] == minimizer_of_bank) begin
		minimizer_out = inst[328:318];
		flag_relevent_read = 1'b1;
	end
	else if (inst[317 : 305] == minimizer_of_bank) begin
		minimizer_out = inst[304:294];
		flag_relevent_read = 1'b1;
	end
	else if (inst[293 : 281] == minimizer_of_bank) begin
		minimizer_out = inst[280:270];
		flag_relevent_read = 1'b1;
	end
	else if (inst[269 : 257] == minimizer_of_bank) begin
		minimizer_out = inst[256:246];
		flag_relevent_read = 1'b1;
	end
	else if (inst[245 : 233] == minimizer_of_bank) begin
		minimizer_out = inst[232:222];
		flag_relevent_read = 1'b1;
	end
	else if (inst[221 : 209] == minimizer_of_bank) begin
		minimizer_out = inst[208:198];
		flag_relevent_read = 1'b1;
	end
	else if (inst[197 : 185] == minimizer_of_bank) begin
		minimizer_out = inst[184:174];
		flag_relevent_read = 1'b1;
	end
	else if (inst[173 : 161] == minimizer_of_bank) begin
		minimizer_out = inst[160:150];
		flag_relevent_read = 1'b1;
	end
	else if (inst[149 : 137] == minimizer_of_bank) begin
		minimizer_out = inst[136:126];
		flag_relevent_read = 1'b1;
	end
	else if (inst[125 : 113] == minimizer_of_bank) begin
		minimizer_out = inst[112:102];
		flag_relevent_read = 1'b1;
	end
	else if (inst[101 : 89] == minimizer_of_bank) begin
		minimizer_out = inst[88:78];
		flag_relevent_read = 1'b1;
	end
	else if (inst[77 : 65] == minimizer_of_bank) begin
		minimizer_out = inst[64:54];
		flag_relevent_read = 1'b1;
	end
	else if (inst[53 : 41] == minimizer_of_bank) begin
		minimizer_out = inst[40:30];
		flag_relevent_read = 1'b1;
	end
	else begin
		minimizer_out = {WIDTH_LSB_1{1'b0}};
		flag_relevent_read = 1'b0;
	end
end
endmodule
```
**run.sh**
```bash
#!/bin/bash
# OpenROAD 26Q1-2900-gdf79404cd8, Yosys 0.63+post, stock flow scripts
make -C /OpenROAD-flow-scripts/flow DESIGN_CONFIG=/design/flow/config.mk WORK_HOME=/design/flow/orfs finish
```
==> qor.csv <==
metric,value,unit
run status,"complete, no violations",
antenna violations before repair,35,
Synth top cell by count,dfrtp_1,
Worst setup SP type,primary input,
worst hold start,relevent_read[122],
Critical Path AT,8380,ps
RSZ-0062 raised after global routing,no,
CP endpoint kind,primary output,
"Min Clock Period, post-route",12420,ps
Power Dens Cells,66.44,nW/um^2
area of the mapped netlist,15880,sq um
die height,356,microns
Pint,0.001384,W
Worst-path clk slew,50,ps
dpl hpwl,82430,microns
tool warnings,55,
total congestion overflow,0,
Hold Crit Class,register to register,
Finished Cell Area,27230,sq um
Synth Flop Type,dfrtp_1,
vias in the first global route,14950,
max incr delay on CP,780,ps
"wirelength, routed",98330,microns
worst setup path class,primary input to primary output,
P_sw,0.0004250,W
initial drt markers,815,
flip-flops with a built-in enable,0,
clk sinks,313,
Clock Tree Buf Depth,3,
Syn. warnings,1,
worst slew pin tran,987.6,ps
reg2reg end,relevent_read[131],
DR WL/cell,27.36,microns
crit-path leading delay family,simple AND/OR/NAND/NOR gates,
io pins,837,
ANT nets after route,0,
Post-Syn Instances,1239,
Final setup viols,0,
synthesis-stage register bit count,313,
"Chip Area, Yosys",15880,sq um
leak pwr,11.81,nW
"Cell Chain, Critical Path",clkdlybuf4s50_1 > or4b_1 > or4_1 > nand2b_1 > a211oi_1 > o311ai_1 > a41o_1 > a32oi_1 > clkdlybuf4s50_1,
clk ins delay skew pair,590,ps
top cells by count,"dfrtp_1, mux2_4, mux2_1, nand2_1, a21oi_1",
CTS tree,yes,
core area,112300,sq um
number of hold buffers added after CTS,0,
Post-CTS Setup Inserts,0,
pin count of the biggest net entering global routing,96,
via count,14110,
vias per cell,3.927,
fraction of layout cells with a size suffix above 1,0.1724,
placed inst area,25750,sq um
clock share of power,0.442,
largest area contributor in the netlist,dfrtp_1,
Synth Seq Share,0.4932,
Setup Skew,16.60,ps
Root Buffer,clkbuf_16,
max cap viols,0,
Final Cycle Share,0.6150,
cells on worst reg2reg path,5,
"Buf+Inv Stages, Crit Path",2,
Slew headroom,0.3416,
worst path required time,16160,ps
Async SR Flop Fraction,1.000,
Most common cell on crit path,clkdlybuf4s50_1,
die width,356,microns
Worst Hold End,relevent_read[122],
Yosys cell types,63,
PortBufs,806,
Hold Crit Depth,1,
GPL Wtd Cong,0.9114,
Setup TNS,0,ps
H-tree depth,2,
Cell area leaders,"dfrtp_1, mux2_4, mux2_1",
Comb power frac,0.169,
Dominant cell area share,0.4932,
fp_density,0.1414,
Critical Path Source,inst[168],
Sw Share,0.2349,
max-slew violations,0,
# Cells Yosys,1239,
DR DRC count,0,
All-Layer GR Usage,0.1514,
final hold violation count,0,
first-pass GRT wire length,130600,microns
total CTS buffers,42,
tally of filler cells in the layout,11860,
Layout area overhead,71.48,%
VDD IR-drop max,0.05687,mV
"setup slack, reg-to-reg",17200,ps
crit path max fanout,11,
r2r startpoint,counter,
post-cts resize count,0,
Seq pwr share,0.390,
Post-Syn Area per Cell,12.82,sq um
Die Area,126700,sq um
Crit-path slowest cell,or4_1,
Std-Cell Rows,123,
Highest Clock Rate,0.08049,GHz
DR pass1 iterations,5,
area by class of cell:
cell class	count	area, sq um	area share
Clock inverter	16	264.0	0.009695
Inverter	4	22.52	0.0008271
Tap cell	1500	1877	0.06892
Sequential cell	313	7833	0.2876
Clock buffer	57	1199	0.04402
Multi-Input combinational cell	841	7559	0.2776
Antenna cell	6	15.01	0.0005514
Timing Repair Buffer	857	8463	0.3108
layout by cell type (no fill, tap or decap), types with 9 or more instances in the layout:
cell type	count
nand2_1	80
nand3_1	31
nor2_1	50
dfrtp_1	313
nand4_1	30
and3_1	11
mux2_2	32
nor3_1	11
a21oi_1	61
buf_4	50
nor4_2	10
mux2_1	100
o22ai_1	14
o21ai_0	28
or4_1	26
or4b_1	15
clkbuf_16	43
mux2_4	180
or3_1	19
nor4b_1	9
a211oi_1	10
clkdlybuf4s50_1	806
worst max-delay path by stage:
stage	cells after the start	endpoint
finish	9	minimizer_out[7]
global route	11	minimizer_out[9]
CTS	9	minimizer_out[7]
metrics by stage:
| step | util | total power, W | setup WS (ps) | instances | hold slack, ps |
|---|---|---|---|---|---|
| 2_1_floorplan | - | 0.0007718 | 7502 | 1239 | 439.2 |
| 3_3_place_gp | 0.2292 | 0.001024 | 7685 | 3515 | 472.4 |
| 3_5_place_dp | 0.2292 | 0.001024 | 7657 | 3515 | 479.9 |
| 4_1_cts | 0.2423 | 0.001846 | 7646 | 3588 | 492.5 |
| 5_1_grt | 0.2423 | 0.001890 | 7555 | 3588 | 497.8 |
| 6_report | 0.2424 | 0.001809 | 7776 | 3594 | 488.2 |
state kept, by name, summed over array words and instances, names as in the netlist:
name and flops:
counter 1, relevent_read 312
power groups by stage:
stage	combinational, W	clock, W	sequential [W]
4_1_cts	0.000312	0.000829	0.000705
5_1_grt	0.000327	0.000851	0.000712
6_report	0.000305	0.000799	0.000705
cells by family (layout without fill, tap and decap cells):
logic type,after synthesis,in the layout,share of synthesized area
flip-flops,313,313,0.4932
other,0,6,0
AND-OR/OR-AND,200,200,0.08620
buffers and inverters,85,934,0.03616
AND/OR/NAND/NOR,327,327,0.1194
multiplexers,314,314,0.2650
per-layer routing:
layer  vias up  GRT usage  wire length [microns]
met5         -          0                    117
met4        20    0.01984                   1621
met3        98    0.06978                  11340
met2       662     0.2209                  42330
met1      6990     0.2103                  42920
li1       6343          -                      -
Power figures rest on the tool's default switching activity, not on a simulated workload.
